==> design/flow/constraint.sdc <==
current_design arch

set clk_period 4.5
set clk_io_pct 0.2

create_clock -name clk0 -period $clk_period [get_ports {clck}]

set non_clock_inputs [all_inputs -no_clocks]
set_input_delay [expr $clk_period * $clk_io_pct] -clock clk0 $non_clock_inputs
set_output_delay [expr $clk_period * $clk_io_pct] -clock clk0 [all_outputs]
==> design/flow/design.v <==
`timescale 1ns / 1ps
module decoder(a,b,y);
input a,b;
output [3:0] y;
assign y[0]=(~a)&(~b);
assign y[1]=(~a)&(b);
assign y[2]=(a)&(~b);
assign y[3]=(a)&(b);
endmodule
module mux(mux_sel,data_a_mux,data_b_mux,data_out_mux);
input[1:0] mux_sel;
input [3:0] data_a_mux,data_b_mux;
output reg [3:0] data_out_mux;
wire [3:0] w0;
comp c1(data_a_mux,data_b_mux,w0);
always @(*) begin
if(!mux_sel[1] && !mux_sel[0])
begin
data_out_mux=4'b0;
end
else if(!mux_sel[1] && mux_sel[0])
begin
data_out_mux=data_b_mux;
end
else if(mux_sel[1] && !mux_sel[0])
begin
data_out_mux=data_a_mux;
end
else if(mux_sel[0] && mux_sel[1])
begin
data_out_mux=w0;
end
end
endmodule
module comp(a,b,y);
input [3:0] a,b;
output [3:0] y;
wire [2:0] w0;
assign w0[0]=(a[0]~^b[0])&(a[1]~^b[1])&(a[2]~^b[2])&(a[3]~^b[3]);
assign w0[1]=(a[3]&(~b[3]))|
(a[3]~^b[3])&(a[2]&(~b[2]))|
(a[3]~^b[3])&(a[2]~^b[2])&(a[1]&(~b[1]))|
(a[3]~^b[3])&(a[2]~^b[2])&(a[1]~^b[1])&(a[0]&(~b[0]));
assign w0[2]=(b[3]&(~a[3]))|
(b[3]~^a[3])&(b[2]&(~a[2]))|
(b[3]~^a[3])&(b[2]~^a[2])&(b[1]&(~a[1]))|
(b[3]~^a[3])&(b[2]~^a[2])&(b[1]~^a[1])&(b[0]&(~a[0]));
assign y=({4{w0[0]}} & 4'b0000)|({4{w0[1]}} & a)|({4{w0[2]}} & b);
endmodule
module dff(d,clck,write,rst,q);
input d,clck,write,rst;
output reg q;
always @(posedge clck)
begin
if(rst)
q<=1'b0;
else if (write)
q<=d;
end
endmodule
module arch(data_a,data_b,address,write,clck,rst,address_read_a,address_read_b,read_a,read_b,data_out_a,data_out_b);
input [3:0] data_a,data_b;
input [1:0] address,write;
input clck,rst;
input read_a,read_b;
input [1:0] address_read_a,address_read_b;
output reg [15:0] data_out_a,data_out_b;  
wire [3:0] w0,w1,w2,w3,w4;
wire [3:0]d0,d1,d2,d3;
wire w;
or(w,write[0],write[1]);
decoder dd1(address[1],address[0],w0);
mux m1(write,data_a,data_b,w1);
dff f1(w1[0],clck,w&w0[0],rst,d0[0]);
dff f2(w1[1],clck,w&w0[0],rst,d0[1]);
dff f3(w1[2],clck,w&w0[0],rst,d0[2]);
dff f4(w1[3],clck,w&w0[0],rst,d0[3]);
mux m2(write,data_a,data_b,w2);
dff d11(w2[0],clck,w&w0[1],rst,d1[0]);
dff d12(w2[1],clck,w&w0[1],rst,d1[1]);
dff d13(w2[2],clck,w&w0[1],rst,d1[2]);
dff d14(w2[3],clck,w&w0[1],rst,d1[3]);
mux m3(write,data_a,data_b,w3);
dff d21(w3[0],clck,w&w0[2],rst,d2[0]);
dff d22(w3[1],clck,w&w0[2],rst,d2[1]);
dff d23(w3[2],clck,w&w0[2],rst,d2[2]);
dff d24(w3[3],clck,w&w0[2],rst,d2[3]);
mux m4(write,data_a,data_b,w4);
dff d31(w4[0],clck,w&w0[3],rst,d3[0]);
dff d32(w4[1],clck,w&w0[3],rst,d3[1]);
dff d33(w4[2],clck,w&w0[3],rst,d3[2]);
dff d34(w4[3],clck,w&w0[3],rst,d3[3]);
always @(*) begin
        if (read_a) begin
            case (address_read_a)
                2'b00: data_out_a[3:0] = d0;
                2'b01: data_out_a[7:4] = d1;
                2'b10: data_out_a[11:8] = d2;
                2'b11: data_out_a[15:12] = d3;
                default: data_out_a = 16'b0;
            endcase
        end else begin
            data_out_a = 16'bz;  
        end
    end
always @(*) begin
        if (read_b) begin
            case (address_read_b)
                2'b00: data_out_b[3:0] = d0;
                2'b01: data_out_b[7:4] = d1;
                2'b10: data_out_b[11:8] = d2;
                2'b11: data_out_b[15:12] = d3;
                default: data_out_b = 16'b0;
            endcase
        end else begin
            data_out_b = 16'bz;  
        end
    end
endmodule
==> design/flow/config.mk <==
export PLATFORM = sky130hd
export DESIGN_NAME = arch
export DESIGN_NICKNAME = arch
export VERILOG_FILES = /design/flow/design.v
export SDC_FILE = /design/flow/constraint.sdc
export NUM_CORES = 4
export LEC_CHECK = 1
export CORE_AREA = 10 10 113 113
export DIE_AREA = 0 0 123 123
==> design/flow/run.sh <==
#!/bin/bash
# OpenROAD 26Q1-2900-gdf79404cd8, Yosys 0.63+post, stock flow scripts
make -C /OpenROAD-flow-scripts/flow DESIGN_CONFIG=/design/flow/config.mk WORK_HOME=/design/flow/orfs finish
==> flow_results.org <==
#+TITLE: Implementation results

** CTS
- Post-CTS repair changed the size of 0 cells.
- Later-pin clock latency in the skew report :: 250 ps
- Clock root buffer master :: clkbuf_8
- TritonCTS clock tree :: built
- Postcts setup bufs :: 0
- Looking at the clock tree report, the H-tree level count equals 1.
- Num CTS Buffers :: 3
- Number of buffers between clock root and the deepest sink :: 2
- Clock slew at the register clock pins of the worst setup and hold paths :: 60 ps
- For this design, the CTS-stage hold fixing added 0 buffers.

** Worst hold path
- The path class of the tightest hold or removal check is flop to flop.
- The report gives the cell count of the worst hold path as 2.
- Terminating pin of the worst hold path :: d21.q$_SDFFE_PP0P_
- Beginning of the worst hold path :: d21.q$_SDFFE_PP0P_

** Timing
- The clock arrives with 0 ps of skew.
- Final Worst Setup Slack :: 1516 ps
- In this build the clock could be raised as far as 335.2 MHz.
- Worst-case headroom to the max-slew limit :: 57.40%
- Looking at the max-slew report, the worst-margin pin has a slew of 633.3 ps.
- Setup repair after global routing left no endpoint under its margin.
- Final hold analysis gives a worst-case slack of 518.9 ps.
- The final report lists the setup-violating endpoint count as 0.
- Endpoints failing hold in the final report were tallied at 0.
- Setup total negative slack on the finished layout was measured at 0 ps.
- Post-route period utilization is reported as 66.30%.
- Final Slew Violations :: 0
- Count of unclocked register or latch pins :: 36
- Counting I/O delays and the setup requirement, the final critical path takes 2984 ps.
- Count of endpoints without a timing constraint :: 68

** Floorplanning
- Die Ht :: 123 um
- I/O pins :: 52
- Die Span X :: 123 um
- Core Rows :: 37
- The region available for standard cell placement spans 10,320 um2.
- Area of the die :: 15,130 um2
- Initial standard-cell utilization of the core :: 13.88%

** Synthesis
- By area the synthesized netlist is led by dlxtn_1, dfxtp_1, mux2i_1, ha_1, nor2_1.
- Per the synthesis report, the single largest cell type by area occupies 37.73% of cell area.
- Library cell occupying the most area in the post-synthesis netlist :: dlxtn_1
- Leading cell types by count after synthesis :: dlxtn_1, nor2_1, dfxtp_1, mux2i_1, inv_1
- Count leader, synth :: dlxtn_1
- Counting every instance in the synthesized netlist gives 132.
- Ys async rst share :: 0%
- Yosys cell count :: 132
- Leading register cell type out of synthesis :: dlxtn_1
- Chip area line of the yosys report :: 1433 um2
- Number of enable-type register cells in the synthesized netlist :: 0
- Number of register bits inferred by synthesis :: 52
- Before any placement, the netlist area is recorded as 1433 um2.
- The warning tally printed by Yosys for this design is 5.
- Avg Cell Area, Syn :: 10.85 um2
- Per the synthesis report, the number of distinct cell types is 28.

** Drt
- Diode count :: 0
- DRC violation count after routing :: 0
- Dividing the detail-routed wire length by the instance count gives 12.14 um.
- Post-detailed-route via-to-cell ratio :: 3.260
- Detailed Route Iter0 Violations :: 31
- Residual antenna-violating net count after detailed routing :: 0
- For this block, the via count after detailed routing is 1,053.
- Post-Route WL :: 3920 um
- In the log, the iteration count for the first detailed-route pass is 4.

** Worst setup path
- Critical path class :: input pin to flop
- Per the timing report, the biggest fanout along the worst path comes to 4.
- The critical path's slowest stage uses the library cell clkdlybuf4s50_1.
- Arr. time, crit path :: 3100 ps
- The startpoint identified for the worst register-to-register timing path is d24.q$_SDFFE_PP0P_.
- Broken down by cell family, the worst path's largest delay share belongs to AND-OR/OR-AND gates.
- The worst register-to-register path has a setup slack of 3840 ps.
- Counting buffers and inverters, the worst setup path is 10 cells deep.
- STA puts the critical path data required time at 4610 ps.
- The worst setup path is launched from an input pin.
- The worst setup path is captured at a flop.
- Max incr delay on CP :: 510 ps
- Buffers and inverters on the worst path :: 2
- Counting cells, the worst reg-to-reg path comes to 2.
- In this run the critical register-to-register path is captured at d24.q$_SDFFE_PP0P_.
- Per STA, the worst path is made up of clkdlybuf4s50_1, inv_1, ha_1, a21o_1, a221oi_1, nor2b_1, a32o_1, dlxtn_1, mux2i_1, nor2_1.

** Pwr
- Summed over all cells, the static leakage comes to 0.9229 nW.
- VDD IR-drop max :: 0.07468 mV
- PD cells :: 178.5 nW/um2
- Total power of the final layout :: 386.8 uW

** Placement
- Setup Slack @ Placement :: 1257 ps
- In this run, placement finished with an instance count of 319.
- Detailed placement HPWL :: 3434 um
- IO Port Bufs :: 51
- Per the detailed placement report, the placed cell area equals 2112 um2.
- At the end of routability-driven placement, the weighted congestion stood at 0.8550.

** Finish
- Fill cell total of the finished layout :: 1,103
- The area growth from synthesis to layout is 51.27%.
- Final design area excluding fillers :: 2167 um2
- Tally of non-filler cells in the final layout :: 323
- Cells fill 20.99% of the core in the end.
- In the final layout, the share of cells above drive strength 1 is 4.278%.

** Outcome
- Run status :: complete, no violations

** GRT
- The number of global-route vias before repair came to 1,086.
- First-pass GRT wire length :: 6016 um
- Entering global routing, the biggest net connects 17 pins.
- Global-route congestion overflow total :: 0
- Antenna violations before repair :: 0
- Global-route total usage across every layer :: 5.112%

** Flow run
- Summing over the stages, the warning tally comes to 28.
- The report counts max-capacitance violations totalling 0.
## worst max path at each step
stage | start | endpoint | slack [ps]
4_1_cts | data_a[2] | f2.q$_SDFFE_PP0P_ | 1510
6_report | data_a[2] | f2.q$_SDFFE_PP0P_ | 1520
5_1_grt | data_a[2] | d32.q$_SDFFE_PP0P_ | 1310
## power breakdown
group	total [mW]	switching, mW	internal [mW]
registers	0.181	0.00827	0.173
logic	0.0814	0.0340	0.0474
clock network	0.125	0.0471	0.0775
## logic make-up after synthesis
| logic type | after synthesis | share of synthesized area, % |
|---|---|---|
| other cells | 1 | 0.2618 |
| flops | 16 | 22.36 |
| fa+ha+maj | 6 | 5.240 |
| mux | 16 | 11.18 |
| buf+inv | 11 | 2.969 |
| latches | 36 | 37.73 |
| simple gates | 29 | 10.66 |
| compound gates | 17 | 9.608 |
## tightest hold or removal path: stages (launching register included)
cell	delay (ps)
dfxtp_1	340
mux2i_1	80
nor2_1	70
## flip-flops by register name (all words and copies together) (netlist names)
signal / cells
d23.q: 1
d34.q: 1
data_out_b: 16
d12.q: 1
d22.q: 1
f2.q: 1
d32.q: 1
m2.data_out_mux: 4
d14.q: 1
d31.q: 1
d24.q: 1
d33.q: 1
f4.q: 1
data_out_a: 16
f3.q: 1
d13.q: 1
d11.q: 1
d21.q: 1
f1.q: 1
## layout make-up
| type | instances | area [um2] | share of cell area, % |
|---|---|---|---|
| Inverter | 8 | 30.03 | 1.386 |
| Sequential cell | 52 | 860.8 | 39.72 |
| Timing Repair Buffer | 51 | 510.5 | 23.56 |
| Multi-Input combinational cell | 72 | 540.5 | 24.94 |
| Clock buffer | 4 | 55.05 | 2.540 |
| Tap cell | 136 | 170.2 | 7.852 |
## cells in the final DEF (no fill, tap or decap)
master,Yosys,layout
a221oi_1,1,1
a211oi_1,1,1
dfxtp_1,16,16
and4b_1,1,1
o21a_1,4,4
inv_1,8,8
o211ai_1,1,1
mux2i_1,16,16
clkbuf_8,0,4
ha_1,6,6
nand2b_1,1,1
a21boi_0,4,4
nor2b_1,2,2
nor3_2,1,1
clkdlybuf4s50_1,0,51
conb_1,1,4
nand4_1,1,1
nor3b_2,1,1
dlxtn_1,36,36
nor2_1,17,17
or3b_1,1,1
a31o_2,1,1
nor2_2,1,1
nand2_1,2,2
a32o_1,3,3
nand4b_1,1,1
a21o_1,2,2
## layer usage
metal / wire length [um] / global-route usage [%]
met5: 0 / 0
met2: 1763 / 8.501
met1: 1796 / 6.981
met4: 63 / 0.7278
met3: 296 / 0.9251
Power figures rest on the tool's default switching activity, not on a simulated workload.
